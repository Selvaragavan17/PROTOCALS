==> flow/run.sh <==
#!/bin/bash
# OpenROAD 26Q1-2900-gdf79404cd8, Yosys 0.63+post, stock flow scripts
make -C /OpenROAD-flow-scripts/flow DESIGN_CONFIG=/design/flow/config.mk WORK_HOME=/design/flow/orfs finish
==> flow/config.mk <==
export PLATFORM = sky130hd
export DESIGN_NAME = baudRateGenerator
export DESIGN_NICKNAME = baudRateGenerator
export VERILOG_FILES = /design/flow/design.v
export SDC_FILE = /design/flow/constraint.sdc
export NUM_CORES = 4
export LEC_CHECK = 1
export CORE_AREA = 10 10 70 70
export DIE_AREA = 0 0 80 80
==> flow/constraint.sdc <==
current_design baudRateGenerator

set clk_period 2.3
set clk_io_pct 0.2

create_clock -name clk0 -period $clk_period [get_ports {clk}]

set non_clock_inputs [all_inputs -no_clocks]
set_input_delay [expr $clk_period * $clk_io_pct] -clock clk0 $non_clock_inputs
set_output_delay [expr $clk_period * $clk_io_pct] -clock clk0 [all_outputs]
==> flow/design.v <==
module baudRateGenerator#(parameter CLOCK_RATE = 25000000,
                          parameter  BAUD_RATE = 115200,
                          parameter RX_OVERSAMPLE = 16)(
     input            clk,
     input            reset_n,
     output reg       o_Rx_ClkTick,
     output reg       o_Tx_ClkTick
);
  parameter TX_CNT = CLOCK_RATE/(2*BAUD_RATE);
  parameter RX_CNT = CLOCK_RATE/(2*BAUD_RATE*RX_OVERSAMPLE);
  parameter TX_CNT_WIDTH = $clog2(TX_CNT);
  parameter RX_CNT_WIDTH = $clog2(RX_CNT);
  reg[TX_CNT_WIDTH - 1:0] r_Tx_Counter;
  reg[RX_CNT_WIDTH - 1:0] r_Rx_Counter;
  always @(posedge clk or negedge reset_n)
    begin
      if(~reset_n)
        begin
          o_Rx_ClkTick <= 1'b0;
          r_Rx_Counter <= 0;
        end
      else if(r_Rx_Counter == RX_CNT - 1) begin
          o_Rx_ClkTick <= ~o_Rx_ClkTick;
          r_Rx_Counter <= 0;
         end
        else begin
          r_Rx_Counter <= r_Rx_Counter + 1;
        end
    end
  always @(posedge clk or negedge reset_n)
    begin
      if(~reset_n)
        begin
          o_Tx_ClkTick <= 1'b0;
          r_Tx_Counter <= 0;
        end
      else if(r_Tx_Counter == TX_CNT - 1) begin
          o_Tx_ClkTick <= ~o_Tx_ClkTick;
          r_Tx_Counter <= 0;
         end
        else begin
          r_Tx_Counter <= r_Tx_Counter + 1;
        end
    end
endmodule
==> results.yml <==
# flow metrics
run_status:
  status: "finished, final reports clean"
detailed_routing:
  wl_per_cell_um: 8.18
  antenna_left: 0
  wirelength_um: 785
  antennaDiodeCount: 0
  drt_iter0_drc: 13
  via_count: 314
  drt-pass1-iter-count: 4
  vias_per_cell: 3.27
  drc: 0
clock_tree:
  postCtsSetupRepairBufs: 0
  cts_hold_buf: 0
  clock_latency_ns: 0.27
  cts_buffer_depth: 2
  clock-sinks: 12
  cts_tree: "yes"
  htree_levels: 1
  clkSlewWorstSetupHoldPaths_ns: 0.07
  cts_resized: 0
  cts_made_buffers: 3
  cts_root_buf: "clkbuf_4"
worst_setup_path:
  critPathKind: "reg2out"
  crit_cells: 1
  cp-start-kind: "flop"
  cp_max_fo: 2
  required_ns: 1.84
  path_delay_family: "buffers and inverters"
  r2r_cells: 4
  path_cells: "clkdlybuf4s50_1"
  end_kind: "primary output"
  r2r_start: "r_Tx_Counter[0]$_DFF_PN0_"
  cp.buffers_inverters: 1
  arrival_ns: 1.11
  cpPeakStageDelay_ns: 0.47
  setup.worst_path.start: "o_Tx_ClkTick$_DFFE_PN0N_"
  cp_slowest_cell: "clkdlybuf4s50_1"
min_path:
  hold_path_class: "reg2reg"
  hp-start: "o_Rx_ClkTick$_DFFE_PN0N_"
  hold_path_depth: 1
final_layout:
  fill_cells: 386
  final_cell_area_um2: 632
  final_util: 0.185
  layout-drive-gt1-share: 0.140
  regArea_um2: 300
  logic_area_um2: 196
  area_growth_syn_to_layout_pct: 24.4
sta:
  tns_ns: 0
  final-setup-viol-count: 0
  report.final.slew_viol_count: 0
  slew_headroom: 0.641
  skew_ns: 0.00220
  whs_ns: 0.477
  finalClockPeriodUsage: 0.681
  min_period_ns: 1.57
  grt_setup_unrepaired: "no"
  hold_viol: 0
  tightestPinTransition_ns: 0.536
  fmax_ghz: 0.639
grt:
  grt_max_degree: 13
  overflow: 0
  grt_first_pass_wirelength_um: 1460
  grt_pass1_vias: 317
  antenna_found_initial: 0
  track_usage: 0.0276
power_and_ir_drop:
  power_uw: 379
  leakage_uw: 0.000264
  vdd_ir_drop_max_mv: 0.310
  power_density_mw_per_mm2: 599
run:
  warnings: 25
  max_cap_viol_count: 0
floorplanning:
  io_pins: 4
  die_w_um: 80
  die_h_um: 80
  chip_area_mm2: 0.00640
  fp.coreArea_mm2: 0.00342
  fp_util: 0.149
  rows: 21
placed_design:
  dp_hpwl_um: 576
  port_buffers: 3
  globalplace.congestion: 0.695
  place_area_um2: 596
yosys:
  netlist.area_leader.share: 0.591
  ys_warn_count: 1
  ys_cells: 43
  syn_area_per_cell_um2: 11.8
  synthesis.area_um2: 508
  yosysChipArea_um2: 508
  ys_seq_share: 0.591
  syn-instance-count: 43
  area_leaders: "dfrtp_1 (59%), xor2_1 (5.2%), nor4_4 (4.2%)"
  top_area_cell: "dfrtp_1"
  ys_types: 19
  numSynthFlops: 12
==> power breakdown <==
group          leakage, uW  internal [uW]  total (uW)  switching (uW)
clock network    0.0000210           96.2         162            66.1
logic            0.0000848           1.49        5.41            3.92
registers         0.000159            211         211               0
==> through the flow <==
stage,std cells,worst slack (ns)
2_1_floorplan,43,1.09
3_3_place_gp,92,0.995
3_5_place_dp,92,0.948
4_1_cts,96,0.712
5_1_grt,96,0.687
6_report,96,0.734
==> cell usage in the layout, fill, tap and decap left out <==
master           synthesis  final
clkbuf_4                 0      3
dfrtp_1                 12     12
nor4_4                   1      1
nor2_1                   3      3
and2b_2                  1      1
nand3_1                  4      4
o211ai_1                 1      1
nor3_1                   2      2
a21o_1                   1      1
ha_1                     1      1
nand2_1                  1      1
nand3b_1                 1      1
nand3_2                  1      1
nor2b_1                  1      1
or3_1                    1      1
xnor2_1                  2      2
clkdlybuf4s50_1          0      3
a21oi_1                  1      1
inv_1                    3      3
o21ai_0                  3      3
clkbuf_8                 0      1
xor2_1                   3      3
==> final cells by class <==
class | count | share of cell area
Timing Repair Buffer | 3 | 0.0475
Multi-Input combinational cell | 28 | 0.311
Tap cell | 46 | 0.0911
Inverter | 3 | 0.0178
Sequential cell | 12 | 0.475
Clock buffer | 4 | 0.0574
==> routing by layer <==
metal / GRT usage / part of all wire
met1: 0.0368 / 0.51
met2: 0.0369 / 0.42
met3: 0.0182 / 0.065
met4: 0.00352 / 0
met5: 0 / 0
==> sequential cells by signal, indices dropped and copies added (netlist names) <==
name,flops
r_Rx_Counter,3
o_Rx_ClkTick,1
o_Tx_ClkTick,1
r_Tx_Counter,7
==> logic make-up (layout without fill, tap and decap cells) <==
logic type / count (synthesis) / in the layout / synth area share
AOI/OAI and AO/OA: 6 / 6 / 0.0690
xor gates and xnor gates: 5 / 5 / 0.0862
buffers and inverters: 3 / 10 / 0.0222
DFF: 12 / 12 / 0.591
and+or+nand+nor: 16 / 16 / 0.207
adders and majority gates: 1 / 1 / 0.0246
==> final timing paths <==
kind	to	slack [ns]
worst min-delay path	o_Rx_ClkTick$_DFFE_PN0N_	0.48
worst max-delay path	o_Tx_ClkTick	0.73
worst min register to register	o_Rx_ClkTick$_DFFE_PN0N_	0.48
worst max register to register	o_Tx_ClkTick$_DFFE_PN0N_	0.95
min in group asynchronous	r_Tx_Counter[6]$_DFF_PN0_	0.54
max in group asynchronous	o_Tx_ClkTick$_DFFE_PN0N_	1.41
==> synthesized netlist by cell type <==
cell type and number:
nor2b_1 1, xor2_1 3, inv_1 3, o211ai_1 1, a21oi_1 1, or3_1 1
nand3_2 1, nand2_1 1, and2b_2 1, nor3_1 2, o21ai_0 3, dfrtp_1 12
ha_1 1, xnor2_1 2, a21o_1 1, nor4_4 1, nor2_1 3, nand3_1 4
nand3b_1 1
Power is estimated from default activity; no workload was simulated.
