`flow/design.v`:
```
module uart_rx_controller #(parameter RX_OVERSAMPLE = 0)(
  input             clk,
  input             reset_n,
  input             i_Rx_Data,
  output            o_Rx_Done,   
  output [7:0]      o_Rx_Byte
);
  localparam UART_RX_IDLE = 3'b000,
             UART_RX_START = 3'b001,
             UART_RX_DATA =  3'b010,
             UART_RX_STOP = 3'b011;
  reg [7:0]        r_Rx_Data;
  reg [2:0]        r_Bit_Index;
  reg [4:0]        r_Clk_Count;
  reg              r_Rx_Done;
  reg [2:0]        r_State;
  always @(posedge clk or negedge reset_n)
    begin
      if(~reset_n)
        begin
          r_State <= UART_RX_IDLE;          
          r_Bit_Index <= 0;
          r_Clk_Count <= 0;
          r_Rx_Done <= 1'b0;
          r_Rx_Data <= 8'b00;
        end
      else
    begin
      case(r_State)
        UART_RX_IDLE: begin      
          r_Bit_Index <= 0;
          r_Clk_Count <= 0;
          r_Rx_Done <= 1'b0;
          if(i_Rx_Data == 1'b0)
            begin
              r_State <= UART_RX_START;
            end
          else begin
            r_State <= UART_RX_IDLE;
          end
        end
        UART_RX_START: begin
          if(r_Clk_Count == RX_OVERSAMPLE/2)
            begin
              if(i_Rx_Data == 1'b0)
                begin
                  r_State <= UART_RX_DATA;
                  r_Clk_Count <= 0;
                end
              else begin
                  r_State <= UART_RX_IDLE;
              end
            end
          else begin
                  r_State <= UART_RX_START;
                  r_Clk_Count <= r_Clk_Count + 1;
          end
        end
        UART_RX_DATA: begin
          if(r_Clk_Count < (RX_OVERSAMPLE))
            begin
              r_State <= UART_RX_DATA;
              r_Clk_Count <= r_Clk_Count + 1;
            end
          else begin
            r_Rx_Data[r_Bit_Index] <= i_Rx_Data;
              r_Clk_Count <= 0;
            if(r_Bit_Index < 7 )
              begin
                r_Bit_Index <= r_Bit_Index + 1;
                r_State <= UART_RX_DATA;
              end
            else begin
                r_Bit_Index <= 0;
                r_State <= UART_RX_STOP;
            end
          end
        end
          UART_RX_STOP: begin
            if(r_Clk_Count < (RX_OVERSAMPLE))
              begin
                r_State <= UART_RX_STOP;
                r_Clk_Count = r_Clk_Count + 1;
              end
            else begin
              r_State <= UART_RX_IDLE;
              r_Clk_Count <= 0;
              r_Rx_Done <= 1'b1;
            end           
          end
          default: begin
              r_State <= UART_RX_IDLE;
          end
          endcase
     end
    end
  assign o_Rx_Done = r_Rx_Done;
  assign o_Rx_Byte = r_Rx_Done ? r_Rx_Data : 8'h00;
 endmodule
```
`flow/run.sh`:
```
#!/bin/bash
# OpenROAD 26Q1-2900-gdf79404cd8, Yosys 0.63+post, stock flow scripts
make -C /OpenROAD-flow-scripts/flow DESIGN_CONFIG=/design/flow/config.mk WORK_HOME=/design/flow/orfs finish
```
`flow/config.mk`:
```
export PLATFORM = sky130hd
export DESIGN_NAME = uart_rx_controller
export DESIGN_NICKNAME = uart_rx_controller
export VERILOG_FILES = /design/flow/design.v
export SDC_FILE = /design/flow/constraint.sdc
export NUM_CORES = 4
export LEC_CHECK = 1
export CORE_AREA = 10 10 87 87
export DIE_AREA = 0 0 97 97
```
`flow/constraint.sdc`:
```
current_design uart_rx_controller

set clk_period 1.9
set clk_io_pct 0.2

create_clock -name clk0 -period $clk_period [get_ports {clk}]

set non_clock_inputs [all_inputs -no_clocks]
set_input_delay [expr $clk_period * $clk_io_pct] -clock clk0 $non_clock_inputs
set_output_delay [expr $clk_period * $clk_io_pct] -clock clk0 [all_outputs]
```
==> out/qor.yml <==
port-buffer-count: 11
tightestPinTransition_ns: 0.541
clock.latency.late_pin_ns: 0.25
core_area_mm2: 0.00564
grtUsageMet1_pct: 5.72
cts.sinks: 21
antenna_cells_inserted: 0
wl_per_cell_um: 10.5
grt_pass1_wl_mm: 3.55
path_depth: 2
cts_made_buffers: 3
crit-reg2reg-launch: "r_Bit_Index[0]"
period_used_pct: 91.7
place_hpwl_mm: 1.53
grt_max_degree: 22
routed_wl_mm: 2.02
crit_family: "flip-flops"
yosysTopAreaCell: "dfrtp_1"
crit_type: "flip-flop to output pin"
crit_path_end: "o_Rx_Byte[3]"
cp_data_required_time_ns: 1.52
p_int_w: 0.00114
syn_inst: 109
setup_viol: 0
rows: 27
leakagePower_nw: 0.572
track_usage_pct: 4.16
syn2layout_area_growth_pct: 20.3
syn-mean-instance-area_um2: 10.4
hold_viol_final: 0
drtPass1Iterations: 4
clk_pin_slew_worst_paths_ns: 0.08
gp_congestion: 0.805
final.setup.tns_ns: 0
synth.area.top_cells: "dfrtp_1, ha_1, and2_1, nand4_1, nand2_1"
pwr-share-comb_pct: 43.5
status: "finished, final reports clean"
ys_area_mm2: 0.00113
cp_data_arrival_time_ns: 1.36
yosys_cells: 109
grt_pass1_vias: 777
r2r-end: "r_Rx_Data[6]"
timing.critical_path.buf_inv: 1
grt-busiest-layer: "met2"
fin_skew_ns: 0.00395
irDropWorstVdd_v: 0.000325
io_pins: 12
crit_path_top_delay_cell: "dfrtp_1"
synth_area_mm2: 0.00113
ctsHoldBuffers: 0
htreeDepth: 1
synth_seq_share_pct: 46.5
startpoint_type: "flip-flop"
tool_warnings: 28
met3_usage_pct: 0.860
ys_warn_count: 1
rr_worst_depth: 5
final_cells: 193
placed_cells: 189
switching_share_pct: 35.8
clkPwrFrac_pct: 15.9
path_cells: "and2_1, clkdlybuf4s50_1"
relSlewSlack_pct: 63.4
antenna_found_initial: 0
synth_cell_types: 36
post-route-util_pct: 24.2
regToRegSetupSlack_ns: 0.21
p_sw_w: 0.000639
cpPeakStageDelay_ns: 0.48
pwr-share-seq_pct: 40.6
hold_slack_ns: 0.461
powerDensity_mw_per_mm2: 1310
cts_tree: "done"
fp_util_pct: 20.1
fmax_mhz: 574
critical_path.startpoint: "r_Rx_Done"
layout-drive-gt1-share_pct: 13.2
grt_setup_unrepaired: "no"
cts_max_path_buffers: 2
root_buffer: "clkbuf_8"
min_path_type: "input pin to async pin"
slew_viol_final: 0
crit_path_end_kind: "output pin"
via_per_inst: 4.05
min_period_ns: 1.74
top_cell_area_share_pct: 44.2
n_fill_cell: 580
drv_cap: 0
cts_resized: 0
via_count: 782
met2_usage_pct: 6.49
die_h_um: 97
postCtsSetupRepairBufs: 0
drc: 0
gr-total-overflow: 0
fp.dieArea_mm2: 0.00941
ys_ff: 21
ant_nets: 0
drt_iter0_markers: 37
die_x_um: 97
crit_fanout: 10
[layout by cell type, fill, tap and decap left out, drive strengths merged, types with 2 or more instances in the layout]
master and instances:
dfrtp 20, nand4 7, o21ai 4, and2 8, clkbuf 3, nand3 6, xor2 3, nor2 6
buf 2, mux2 4, nand2 11, or3 2, o2bb2ai 4, ha 5, a21o 3, inv 7
clkdlybuf4s50 11
[synthesized netlist by cell type]
library cell and instances:
dfstp_2 1, buf_6 1, o21ai_0 3, mux2_1 2, nand3_1 6, or2_2 1, nand2_1 11, mux2i_1 1
a21oi_1 1, xor2_2 1, a31oi_1 1, o22ai_2 1, a21o_1 3, nand3b_1 1, ha_1 5, buf_1 1
or3_1 2, o21ai_2 1, and2_1 8, o22a_4 1, nor2b_1 1, nor3_1 1, o2bb2ai_1 4, clkbuf_1 1
buf_2 1, a32o_1 1, dfrtp_1 20, or4b_4 1, nand4_1 7, mux2_2 2, nor2_1 6, buf_4 1
xor2_1 2, xnor2_2 1, inv_1 7, nor4b_1 1
[state kept, by name, summed over array words and instances (netlist names)]
| register | cells |
|---|---|
| r_Rx_Done | 1 |
| r_Bit_Index | 3 |
| r_State | 4 |
| r_Rx_Data | 8 |
| r_Clk_Count | 5 |
[logic make-up (layout without fill, tap and decap cells)]
group | Yosys count | in the layout | synth area share, %
and+or+nand+nor | 46 | 46 | 21.9
DFF | 21 | 21 | 46.5
AOI/OAI and AO/OA | 16 | 16 | 11.7
buffers and inverters | 12 | 24 | 5.08
adders and majority gates | 5 | 5 | 5.52
muxes | 5 | 5 | 4.86
xor gates and xnor gates | 4 | 4 | 4.42
[worst min path at each step]
stage,from,endpoint,slack (ns)
4_1_cts,reset_n,r_State[3],0.47
5_1_grt,reset_n,r_State[3],0.49
6_report,reset_n,r_State[3],0.46
[power groups by stage]
| stage | Combinational [W] | Sequential [W] | Clock, W |
|---|---|---|---|
| CTS | 0.000788 | 0.000729 | 0.000297 |
| finish | 0.000776 | 0.000724 | 0.000284 |
| global route | 0.000873 | 0.000756 | 0.000319 |
[final cells by class]
cell class              instances  area, µm²  share of cell area [%]
repair buffers                 13        125                    9.18
flip-flops and latches         21        527                    38.7
inverters                       7       26.3                    1.93
clock buffers                   3       41.3                    3.03
well taps                      72       90.1                    6.61
clock inverters                 1       5.00                   0.367
multi-input cells              76        548                    40.2
[stage by stage]
| stage | instance area (µm²) | power [W] | worst slack (ns) |
|---|---|---|---|
| 2_1_floorplan | 1130 | 0.00131 | 0.364 |
| 3_3_place_gp | 1320 | 0.00152 | 0.266 |
| 3_5_place_dp | 1320 | 0.00152 | 0.234 |
| 4_1_cts | 1360 | 0.00181 | 0.0936 |
| 5_1_grt | 1360 | 0.00195 | 0.0175 |
| 6_report | 1360 | 0.00178 | 0.157 |
[layer usage]
metal | wire length (µm) | part of all wire, %
met5 | 0 | 0
met4 | 40 | 2.0
met3 | 70 | 3.5
met2 | 923 | 46
met1 | 986 | 49
Power and IR drop assume default switching activity.
