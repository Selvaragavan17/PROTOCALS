### run.sh
#!/bin/bash
# OpenROAD 26Q1-2900-gdf79404cd8, Yosys 0.63+post, stock flow scripts
make -C /OpenROAD-flow-scripts/flow DESIGN_CONFIG=/design/flow/config.mk WORK_HOME=/design/flow/orfs finish
### config.mk
export PLATFORM = sky130hd
export DESIGN_NAME = transmitter
export DESIGN_NICKNAME = transmitter
export VERILOG_FILES = /design/flow/design.v
export SDC_FILE = /design/flow/constraint.sdc
export NUM_CORES = 4
export LEC_CHECK = 1
export CORE_UTILIZATION = 30
### constraint.sdc
current_design transmitter

set clk_period 3.1
set clk_io_pct 0.2

create_clock -name clk0 -period $clk_period [get_ports {clk}]

set non_clock_inputs [all_inputs -no_clocks]
set_input_delay [expr $clk_period * $clk_io_pct] -clock clk0 $non_clock_inputs
set_output_delay [expr $clk_period * $clk_io_pct] -clock clk0 [all_outputs]
### design.v
module transmitter (
    input clk,
    input reset,
    input [7:0] data_in,
    input intx,
    output reg [10:0] out_tx
);
reg [3:0] count;
reg [1:0] parity_sel = 2'b01; 
reg parity;
reg [2:0] next_state, state;
reg [7:0] data_reg;
parameter idle = 3'd0;
parameter tx_start = 3'd1;
parameter tx_data = 3'd2;
parameter tx_parity = 3'd3;
parameter tx_stop = 3'd4;
always @(posedge clk or posedge reset) begin
    if (reset) begin
        state <= idle;
        out_tx <= 11'b11111111111;
        count <= 0;
        data_reg <= 0;
    end else if (intx) begin
        state <= next_state;
        case (state)
            idle: begin
                out_tx <= {10'b1111111111, 1'b0};
                data_reg <= data_in;
                count <= 0;
            end
            tx_start: begin
                out_tx <= {out_tx[9:0], data_reg[0]};
                data_reg <= data_reg >> 1;
                count <= count + 1;
            end
            tx_parity: begin
                case (parity_sel)
                    2'b00: parity = 1'b0;
                    2'b10: parity = ~(^data_in);
                    2'b01: parity = ^data_in;
                    default: parity = 1'b0;
                endcase
                out_tx <= {out_tx[9:0], parity};
            end
            tx_stop: begin
                out_tx <= {out_tx[9:0], 1'b1};
            end
        endcase
    end
end
always @(*) begin
    case (state)
        idle:      next_state = tx_start;
        tx_start:  next_state = (count == 8) ? tx_parity : tx_start;
        tx_parity: next_state = tx_stop;
        tx_stop:   next_state = idle;
        default:   next_state = idle;
    endcase
end
endmodule
==> impl_metrics.env <==
# implementation run metrics
export IMPL_viasPerCell=4.78
export IMPL_rows=23
export IMPL_fp_dieH_um=66.8
export IMPL_die_w_um=66.8
export IMPL_grt_usage=0.106
export IMPL_syn2layout_area_growth_pct=23.0
export IMPL_syn_area_per_cell_um2=12.5
export IMPL_drtAntennaViolNets=0
export IMPL_ys_cells=101
export IMPL_end_kind="flip-flop"
export IMPL_io_buffers=21
export IMPL_cts_sinks=27
export IMPL_die_area_um2=4460
export IMPL_grt_pass1_wl_um=3590
export IMPL_firstDrtPassIters=4
export IMPL_edf_count=0
export IMPL_final_common_cell="clkdlybuf4s50_1"
export IMPL_numCtsBuffers=3
export IMPL_io_pin_count=22
export IMPL_netlist_area_um2=1260
export IMPL_comb_area_um2=500
export IMPL_yosysWarnings=1
export IMPL_whs_ns=0.509
export IMPL_insertion_delay_ns=0.26
export IMPL_period_needed_ns=2.06
export IMPL_slew_headroom=0.602
export IMPL_synthXorXnorAreaFrac=0.0487
export IMPL_postCtsSetupBuffers=0
export IMPL_power_per_cell_area_nw_per_um2=852
export IMPL_mux_share=0.0179
export IMPL_maxSlewViolCount=0
export IMPL_htree_levels=1
export IMPL_ys_flops=27
export IMPL_synthAdderAreaFrac=0.0199
export IMPL_drive_above_1_share=0.180
export IMPL_crit_family="buffers and inverters"
export IMPL_simple_gate_area_frac=0.0506
export IMPL_flop_cell="dfrtp_1"
export IMPL_fp_util=0.313
export IMPL_clock_path_buffers=2
export IMPL_path_class="input pin to flip-flop"
export IMPL_arrival_ns=2.22
export IMPL_cts_tree="yes"
export IMPL_irDropWorstVdd_mv=0.250
export IMPL_cpPeakStageDelay_ns=0.61
export IMPL_cts_root_buf="clkbuf_8"
export IMPL_core_area_um2=4030
export IMPL_cp_start_kind="input pin"
export IMPL_via_count=822
export IMPL_final_setup_viol_count=0
export IMPL_drt_wl_total_um=2090
export IMPL_ctsHoldBuffers=0
export IMPL_gp_congestion=0.791
export IMPL_fin_setup_tns_ns=0
export IMPL_worst_slew_pin_slew_ns=0.597
export IMPL_overflow=0
export IMPL_cp_cell_sequence="clkdlybuf4s50_1 -> buf_4 -> o21ai_0 -> buf_4 -> a22o_1"
export IMPL_p_leak_nw=0.632
export IMPL_nFillCells=390
export IMPL_slowest_stage="clkdlybuf4s50_1"
export IMPL_regArea_um2=691
export IMPL_fmax_mhz=485
export IMPL_async_flop_share=1.00
export IMPL_rsz0062_at_grt="no"
export IMPL_grt_max_degree=28
export IMPL_critPathMaxFanout=14
export IMPL_skew_ns=0.00134
export IMPL_diodes=0
export IMPL_antenna_found_initial=0
export IMPL_grt_pass1_vias=811
export IMPL_hold_class="flip-flop to flip-flop"
export IMPL_total_power_mw=1.32
export IMPL_synthTopLogicFamily="AND-OR/OR-AND gates"
export IMPL_warning_count=26
export IMPL_required_ns=3.26
export IMPL_fin_ws_ns=1.04
export IMPL_hold_viol_final=0
export IMPL_yosysChipArea_um2=1260
export IMPL_clkTransAtPathRegs_ns=0.08
export IMPL_pre_cts_ws_ns=0.772
export IMPL_drc_errors=0
export IMPL_worstPathBufferInverterCount=3
export IMPL_yosys_stat_seqShare=0.548
export IMPL_outcome="completed"
export IMPL_max_cap_violations=0
export IMPL_lay_top_cells="21 x clkdlybuf4s50_1, 17 x a22o_1, 15 x dfrtp_1, 12 x dfstp_2, 10 x o22a_1"
export IMPL_crit_top_cell="buf_4"
export IMPL_wire_per_inst_um=12.1
export IMPL_synth_distinct_cells=23
export IMPL_dr_first_iter_drc_count=15
export IMPL_aoi_share=0.260
export IMPL_dpl_hpwl_um=1470
export IMPL_synth_cells=101
export IMPL_timing_final_crit_share=0.665
export IMPL_largest_reg_flops=11
export IMPL_cts_resized=0
==> layer usage <==
metal | track usage | routed length (µm) | up-vias
met3 | 0.0174 | 86 | 2
met5 | 0 | 0 | -
met1 | 0.167 | 1130 | 380
li1 | - | - | 415
met4 | 0.0213 | 13 | 0
met2 | 0.157 | 854 | 25
==> synthesized netlist by cell type, drive strengths merged, types with 5 or more instances <==
library cell,n,area share
o21ai,5,0.020
dfstp,12,0.25
a22o,17,0.12
o22a,10,0.070
inv,5,0.015
buf,7,0.040
xnor2,5,0.035
dfrtp,15,0.30
nand2,7,0.021
==> final timing paths <==
path,from,to,slack (ns),cells after the start
max,intx,data_reg[0]$_DFFE_PP0P_,1.04,5
min,data_reg[7]$_DFFE_PP0P_,data_reg[7]$_DFFE_PP0P_,0.51,1
max reg2reg,state[2]$_DFF_PP0_,out_tx[0]$_DFFE_PP1P_,1.38,4
min reg2reg,data_reg[7]$_DFFE_PP0P_,data_reg[7]$_DFFE_PP0P_,0.51,1
max in group asynchronous,reset,out_tx[0]$_DFFE_PP1P_,2.11,3
min in group asynchronous,reset,count[3]$_DFFE_PP0P_,0.70,3
==> layout make-up <==
type	count	area share
sequential	27	0.446
multi-input combinational	62	0.323
timing repair buffer	24	0.150
tap	50	0.0404
clock buffer	4	0.0291
inverter	5	0.0121
==> where the power goes <==
group	internal [mW]	total (mW)	switching [mW]
Combinational	0.302	0.453	0.152
Sequential	0.536	0.680	0.144
Clock	0.0917	0.188	0.0961
Total	0.929	1.32	0.392
==> cell families after synthesis <==
kind of cell | count (synthesis)
buf+inv | 12
simple gates | 13
mux | 2
compound gates | 38
flops | 27
xor+xnor | 7
fa+ha+maj | 2
==> per-stage QoR <==
| stage | area [µm²] | util | std cells |
|---|---|---|---|
| after floorplan | 1260 | - | 101 |
| after global placement | 1510 | 0.374 | 168 |
| after detailed placement | 1510 | 0.374 | 168 |
| after CTS | 1550 | 0.385 | 172 |
| after global routing | 1550 | 0.385 | 172 |
| final | 1550 | 0.385 | 172 |
No activity file was given, so power comes from the tool's default toggle rates.
